==> design/flow/constraint.sdc <==
current_design instmemory

set clk_period 54.3
set clk_io_pct 0.2

create_clock -name clk0 -period $clk_period [get_ports {clk}]

set non_clock_inputs [all_inputs -no_clocks]
set_input_delay [expr $clk_period * $clk_io_pct] -clock clk0 $non_clock_inputs
set_output_delay [expr $clk_period * $clk_io_pct] -clock clk0 [all_outputs]
==> design/flow/run.sh <==
#!/bin/bash
# OpenROAD 26Q1-2900-gdf79404cd8, Yosys 0.63+post, stock flow scripts
make -C /OpenROAD-flow-scripts/flow DESIGN_CONFIG=/design/flow/config.mk WORK_HOME=/design/flow/orfs finish
==> design/flow/config.mk <==
export PLATFORM = sky130hd
export DESIGN_NAME = instmemory
export DESIGN_NICKNAME = instmemory
export VERILOG_FILES = /design/flow/design.v
export SDC_FILE = /design/flow/constraint.sdc
export NUM_CORES = 4
export LEC_CHECK = 1
export CORE_UTILIZATION = 40
export SYNTH_MEMORY_MAX_BITS = 65536
==> design/flow/design.v <==
module instmemory( write, addr, datain, dataout, clk, reset);
	input [31:0] datain;
	input [15:0] addr;
	input write, clk, reset;
	output [31:0] dataout;
	reg[31:0] mem[255 : 0];
	assign dataout = mem[addr];
	always @(posedge clk) begin
		if(reset) begin
			mem[0] <=32'b0110111111111110_0000000000110110;
			mem[1] <=32'b0110100000000000_0000000000000000;
			mem[2] <=32'b0101000001000000_0000000000000000;
			mem[3] <=32'b0110100011000110_0000000000000110;
			mem[4] <=32'b0101000010000000_0000000000000000;
			mem[5] <=32'b0110100001000010_0000000000000110;
			mem[6] <=32'b0110100010000100_0000000000000110;
			mem[7] <=32'b0110100001000011_1111111111111110;
			mem[8] <=32'b0110100010000101_1111111111111110;
			mem[9] <=32'b0100111110001000_0011000010000000;
			mem[10] <=32'b0101000101000000_0000000000000000;
			mem[11] <=32'b0000100101001010_0010000000000000;
			mem[12] <=32'b0101001101000000_0000000000000000;
			mem[13] <=32'b0000101101011010_0100000000000000;
			mem[14] <=32'b0000101101011010_0101000000000000;
			mem[15] <=32'b0110101101011010_0000000000100100;
			mem[16] <=32'b0110100101001010_0000000000010010;
			mem[17] <=32'b0101000110000000_0000000000000000;
			mem[18] <=32'b0110100110001100_0000000000000100;
			mem[19] <=32'b0101000111000000_0000000000000000;
			mem[20] <=32'b0101101000111110_0100000000000000;
			mem[21] <=32'b0101101001111110_0101000000000000;
			mem[22] <=32'b0100111110011000_1000010010000000;
			mem[23] <=32'b0000100111001110_1100000000000000;
			mem[24] <=32'b0110100100001000_0000000000000010;
			mem[25] <=32'b0110100101001010_0000000000000110;
			mem[26] <=32'b1000100110000000_0000000000101000;
			mem[27] <=32'b0110100110001101_1111111111111110;
			mem[28] <=32'b1101100000011010_0111000000000000;
			mem[29] <=32'b1000100010000000_0000000000010000;
			mem[30] <=32'b0000100000000000_0000000000000000;
			mem[31] <=32'b1000100001000000_0000000000001100;
			mem[32] <=32'b0000100000000000_0000000000000000;
		end
		else begin
			if(write==1)
				mem[addr]<=datain;
		end
	end
endmodule
==> changes_impl.md <==
### Metrics

- Status: finished, final reports clean
- Setup Buffers After CTS: 0
- CP required: 43.44 ns
- Clock-pin slew on the worst setup and hold paths: 0.06 ns
- Hold EP: mem[110][2]
- DP Worst Slack: about 25 ns
- Synth Flop Type: edfxtp_1
- Synth Area in Simple Gates: 2.63%
- Post-Synthesis Cell Area: 316000 um2
- First-pass GRT wire length: 1260000 um
- Largest regs: mem x8192
- Top area cells in the synthesized netlist: edfxtp_1 (78%), mux4_2 (15%), a22oi_1 (2.4%), and2_1 (1.5%), a21oi_1 (0.81%)
- Synth Area in XOR/XNOR: 0%
- Path type of the worst min-delay path: primary input to register
- CTS Buf Count: between 800 and 900
- Root buf cell: clkbuf_16
- Post-Syn Instances: 14.4k
- Yosys cell count: 14.4k
- # fillers: roughly 64k
- Synth Seq Share: slightly below 80%
- Routability cong.: roughly 0.9
- Most common cell in the netlist: edfxtp_1
- Hold path startpoint: datain[2]
- Wire per inst: 34.1 um
- Fraction of layout cells with a size suffix above 1: 28.0%
- Yosys Chip Area: roughly 320000 um2
- Most flops, register: mem
- Crit path kind: primary input to output port
- Final period utilization: 54.5%
- Startpoint types: primary input
- Critical path endpoint category: output port
- Num ports: a little over 80
- Fa+ha+maj area frac: 0%
- Critical Path Fanout Max: approximately 77
- Non-Filler Instances: 26.3k
- Setup violators final: 0
- Top logic family: multiplexers
- Final worst slack: 24.69 ns
- Unrepaired setup endpoints after global routing: no
- Area growth syn-to-layout: 13.9%
- Port buffer count: 74
- Vias after detailed routing: between 150k and 200k
- Chip area: 794000 um2
- Worst EP arrival: 18.75 ns
- Placed Cells: 24.8k
- Mux share: 14.6%
- FFs w/ async S/R, synth: 0%
- GRT overflow: 0
- DRC Markers: 0
- Initial Util: 40.1%
- Unique cell types: 21
- Top area contributor share: 77.8%
- TritonRoute pass-1 iters: 5
- Headroom to the max-slew limit: 26.8%
- Aoi share: 3.59%
- Initial antenna violation count: 47
- Final Hold Fails: 0
- Critical path cell sequence: buf_16 > buf_4 > buf_4 > buf_4 > buf_4 > buf_4 > buf_4 > buf_4 > mux4_2 > a22oi_1 > a21oi_1 > o41ai_1 > nand4_1 > clkdlybuf4s50_1
- Vias in the first global route: 168k
- Rows: 326
- CTS tree: yes
- Setup_tns: 0 ns
- Maximum vdd drop: just under 0.04 mV
- Hold buffer count at CTS: 0
- Number of enable flip-flop cells: 8192
- DRT Wirelength: 897000 um
- Detail Route Antenna Nets: 0
- Die height: approximately 890 um
- Design Power: 13000 uW
- All-layer global routing usage: 24.9%
- Fin area: 360000 um2
- LEAKAGE: 0.111 uW
- Post-CTS sizing: 0
- Post-DP Area: 336000 um2
- H-Tree Level Count: 6
- Tool warnings: 35
- Post-DP HPWL: a little over 500000 um
- Core area: between 700000 and 800000 um2
- Peak Freq: 0.0338 GHz
- YS warnings: 1
- Clk sink count: 8192
- Drt first-iter violations: 10.6k
- Yosys top cell by area: edfxtp_1
- Hold depth: 1
- Crit path time final: 29.61 ns
- Die Wd: 891 um
- Slew @ Worst Pin: roughly 1.1 ns
- Synth cell count leaders: edfxtp_1 (8192), mux4_2 (2048), a22oi_1 (1024), and2_1 (782), clkbuf_1 (675)
- Crit path top cell by count: buf_4
- CP max stage delay: 0.81 ns
- Max-capacitance violation count: 0
- Power density cells: 36.0 nW/um2
- Clock Tree Buf Depth: 4
- Vias per cell: between 5 and 6
- Slowest stage cell, crit path: nand4_1
- Syn avg cell area: 22.0 um2
- Largest net degree at the start of global routing: 89
- Max reg flops: 8192
- Max-slew violation count: 0
- Post-synth regs: 8192
logic make-up (layout without fill, tap and decap cells):
logic type | Yosys count | in the layout
buffers and inverters | 1024 | 2452
AOI/OAI and AO/OA | 1664 | 1664
and+or+nand+nor | 1446 | 1446
other | 0 | 21
DFF | 8192 | 8192
muxes | 2048 | 2048
layout make-up:
type	instances	area [um2]	area share, %
Timing Repair Buffer	993	8020	2.23
Antenna cell	21	52.6	0.0146
Clock buffer	1038	21600	5.98
Multi-Input combinational cell	5158	68400	19.0
Clock inverter	421	3150	0.875
Sequential cell	8192	246000	68.3
Tap cell	10496	13100	3.64
layer usage:
metal  vias to the layer above  track usage (%)  routed length, um
li1                      62545                -                  -
met1                     76890             26.7             257000
met2                     10676             35.2             411000
met3                      1603             22.9             187000
met4                        54             8.27              40100
met5                         -             2.01               2000
stage by stage:
step | hold slack, ns | utilization [%]
after detailed placement | 11.27 | 42.6
after global placement | 11.26 | 42.6
after CTS | 10.02 | 45.7
final | 10.10 | 45.7
after global routing | 10.08 | 45.7
after floorplan | 10.96 | -
worst max-delay path, delay by kind of cell:
kind / cells / cell delay (ns)
AND-OR/OR-AND: 3 / 1.27
AND/OR/NAND/NOR: 1 / 0.81
buffers and inverters: 9 / 5.09
multiplexers: 1 / 0.39
worst max-delay path by stage:
| stage | startpoint | end | slack [ns] |
|---|---|---|---|
| finish | addr[1] | dataout[25] | 24.69 |
| CTS | addr[0] | dataout[14] | 24.81 |
| global route | addr[0] | dataout[29] | 24.35 |
cells in the final DEF, fill, tap and decap left out, drive strengths merged:
cell	Yosys	routed
a21oi	512	512
nand3	6	6
clkinvlp	0	9
nand2b	6	6
or3	277	277
and2	782	782
clkbuf	676	1038
a22oi	1024	1024
edfxtp	8192	8192
nor3	24	24
nor2b	7	7
buf	348	954
inv	0	26
nor2	244	244
mux4	2048	2048
clkdlybuf4s50	0	39
bufinv	0	32
diode	0	21
nand4	36	36
o41ai	128	128
clkinv	0	354
nand2	29	29
or2	35	35
power by group:
| part | total, uW | internal (uW) | leakage (uW) | switching [uW] |
|---|---|---|---|---|
| clock network | 5290 | 2940 | 0.0121 | 2350 |
| registers | 7010 | 7000 | 0.0743 | 11.1 |
| logic | 677 | 223 | 0.0242 | 453 |
Power is estimated from default activity; no workload was simulated.
