[./config.mk]
export PLATFORM = sky130hd
export DESIGN_NAME = datamemory
export DESIGN_NICKNAME = datamemory
export VERILOG_FILES = /design/flow/design.v
export SDC_FILE = /design/flow/constraint.sdc
export NUM_CORES = 4
export LEC_CHECK = 1
export CORE_UTILIZATION = 30
[./constraint.sdc]
current_design datamemory

set clk_period 33.3
set clk_io_pct 0.2

create_clock -name clk0 -period $clk_period [get_ports {clk}]

set non_clock_inputs [all_inputs -no_clocks]
set_input_delay [expr $clk_period * $clk_io_pct] -clock clk0 $non_clock_inputs
set_output_delay [expr $clk_period * $clk_io_pct] -clock clk0 [all_outputs]
[./design.v]
module datamemory( write, addr, datain, dataout, clk, reset);
	input [31:0] datain;
	input [15:0] addr;
	input write, clk, reset;
	output [31:0] dataout;
	reg[31:0] mem[63:0];
	assign dataout = mem[addr];
	always @(posedge clk) begin
		if(reset) begin
			mem[0] <=32'b0000000000000000_0000000000000001;
			mem[1] <=32'b0000000000000000_0000000000000010;
			mem[2] <=32'b0000000000000000_0000000000000001;
			mem[3] <=32'b0000000000000000_0000000000000011;
			mem[4] <=32'b0000000000000000_0000000000000001;
			mem[5] <=32'b0000000000000000_0000000000000010;
			mem[6] <=32'b0000000000000000_0000000000000001;
			mem[7] <=32'b0000000000000000_0000000000000011;
			mem[8] <=32'b0000000000000000_0000000000000001;
			mem[9] <=32'b0000000000000000_0000000000000001;
			mem[10]<=32'b0000000000000000_0000000000000001;
			mem[11]<=32'b0000000000000000_0000000000000001;
			mem[12]<=32'b0000000000000000_0000000000000001;
			mem[13]<=32'b0000000000000000_0000000000000000;
			mem[14]<=32'b0000000000000000_0000000000000001;
			mem[15]<=32'b0000000000000000_0000000000000001;
			mem[16]<=32'b0000000000000000_0000000000000001;
			mem[17]<=32'b0000000000000000_0000000000000001;
			mem[18]<=32'b0000000000000000_0000000000000000;
			mem[19]<=32'b0000000000000000_0000000000000000;
			mem[20]<=32'b0000000000000000_0000000000000000;
			mem[21]<=32'b0000000000000000_0000000000000000;
			mem[22]<=32'b0000000000000000_0000000000000000;
			mem[23]<=32'b0000000000000000_0000000000000000;
			mem[24]<=32'b0000000000000000_0000000000000000;
			mem[25]<=32'b0000000000000000_0000000000000000;
			mem[26]<=32'b0000000000000000_0000000000000000;
			mem[27]<=32'b0000000000000000_0000000000000000;
			mem[28]<=32'b0000000000000000_0000000000000000;
			mem[29]<=32'b0000000000000000_0000000000000000;
			mem[30]<=32'b0000000000000000_0000000000000000;
			mem[31]<=32'b0000000000000000_0000000000000000;
			mem[32]<=32'b0000000000000000_0000000000000000;
		end
		else begin
			if(write==1)
				mem[addr]<=datain;
		end
	end
endmodule
[./run.sh]
#!/bin/bash
# OpenROAD 26Q1-2900-gdf79404cd8, Yosys 0.63+post, stock flow scripts
make -C /OpenROAD-flow-scripts/flow DESIGN_CONFIG=/design/flow/config.mk WORK_HOME=/design/flow/orfs finish
==> run notes <==
The run finished with clean final reports. The script logs the mean routed wire length per placed instance as 30.21 um. According to the timing report, the arrival time at the worst endpoint equals 12.48 ns.

Pins over their slew limit in the final report were tallied at 0. The script computed a power per unit cell area of 57.23 nW/um^2. The average footprint of a synthesized cell was 15.13 um^2; the yosys synthesis warning count was 1. Summing over the stages, the warning tally comes to 36. Entering global routing, the biggest net connects 87 pins. The timing report gives the biggest stage delay along the critical path as 0.74 ns.

The number of detailed-route iterations in the first pass was 6. The number of flip-flops in the largest register was 2048. The number of enable flip-flop cells is 2048. The worst supply voltage drop on vdd came out at 0.05980 mV. For this run, the final setup violation count is recorded as 0.

After clock tree synthesis, the flow added hold-fix buffers numbering 0. Ranked by flip-flop count, first place goes to mem. In this run, the number of DRC markers left after iteration 0 of detailed routing was 3828.

The critical path is of the input pin to output port type. Summed over all layers, the global routing overflow is 0. The achievable frequency is 0.05225 GHz. The slew at the pin closest to its max-slew limit is 1.181 ns. The flip-flop cell with the highest count after synthesis was edfxtp_1. Setup repair after global routing left no endpoint under its margin. The tools report the end-of-flow core utilization as 34.40%. The post-route netlist has 14.46% of its cells at a drive strength greater than 1. The critical path endpoint has a required time of 26.64 ns. Starting density of the core: 30.18%. Once layout is complete, the cells apart from fillers number 9585. End point of the most critical hold path: mem[41][14]. In the final layout, the registers with the most flip-flops are mem: 2048 flops. The total placed cells including tap cells is 9179. The clock passes through at most 3 buffers. With the post-CTS setup repair buffer count at 0, the number of buffers added on ports is 72. The count of distinct cell types in the synthesized netlist was 64; the relative area change from synthesis to final layout was 13.97%.

TritonCTS built the clock tree. Looking at the critical path, the single cell with the biggest stage delay is a2bb2oi_1. Sequential cells were found to cover 72.12% of the synthesized design area.

The run gives 57.47% for the share of the cycle needed by the critical path after routing. Buffers inserted during clock tree synthesis total 209. Share of synthesized registers carrying an async set or reset: 0%. In this run the worst hold path is classified as input pin to flip-flop.

For the number of antenna violations at the first check in global routing, the log shows 29. For this design, the sink count on the clock tree is 2048. In this run the static leakage power is 31.27 nW. The report lists the number of standard-cell rows as 195.

The minimum clock period after layout is 19.14 ns. Per the run summary, max-cap violations total 0. Looking at the clock tree report, the H-tree level count equals 4. The post-cts gate resize count is 0, and the core footprint is 282500 um^2. For reference, the critical path cell chain is buf_8, buf_4, buf_4, buf_4, buf_4, mux2_2, a221o_1, a222oi_1, a2bb2oi_1, o2111ai_1, clkdlybuf4s50_1.

The start point of the worst hold path is datain[14]. The run gives 53340 as the number of global-route vias before repair. The sort of element at the end of the critical path was an output port.

The number of stages on the worst hold path came out at 1. The number of cells reported by Yosys stat comes to 5634. The horizontal die dimension was 535.1 um; the routed wire length was 289600 um. 83 I/O pins were placed. The multi-input combinational cells in the finished layout cover a total of 21850 um^2. The clock root buffer is clkbuf_16. The CTS clock-pin slew for the worst setup and hold paths is 0.06 ns. The type of origin of the critical path was an input pin. The normalized max-slew margin is 20.45%. The first-pass GRT wire length came out at 404900 um.

The area taken by sequential standard cells is reported as 61500 um^2. Summed over all failing endpoints, the final setup total negative slack is 0 ns. The synthesized flop and latch total came out at 2048. The cell area after synthesis was 85270 um^2; the top fanout value on the critical path was 49. For the instance tally after logic synthesis, the log shows 5634.

The logs give 0.9552 for the final RePlAce weighted congestion and 0 for the number of nets with antenna violations after detailed routing. Per the OpenROAD floorplan log, the height of the die is 535.1 um. Global routing used 21.44% of the available tracks. Note, the detailed placer reported a final HPWL of 169800 um. The area of the die came out at 286400 um^2. The timing report shows the most common cell along the critical path to be buf_4. The routed layout has 51800 vias. The completed layout was analyzed and its total power is 5.562 mW. The final timing report lists a hold violation count of 0. The filler cells instantiated in the layout total 26330. The chip area line in the Yosys stat output reads 85270 um^2. In the routed design, unresolved DRC markers number 0. The via count normalized by instance count works out to 5.404.
[worst max-delay path by stage]
stage / slack [ns] / depth (start not counted) / to / startpoint
4_1_cts: 14.27 / 11 / dataout[12] / addr[2]
5_1_grt: 14.03 / 11 / dataout[4] / addr[2]
6_report: 14.16 / 11 / dataout[4] / addr[2]
[area by class of cell]
type                            count  area share, %
Clock inverter                    130          1.120
Inverter                            3        0.01931
Timing Repair Buffer              335          2.638
Clock buffer                      255          5.581
Multi-Input combinational cell   3050          22.49
Antenna cell                       21        0.05407
Tap cell                         3743          4.819
Sequential cell                  2048          63.28
[synthesized netlist by cell type, types with 7 or more instances]
master     instances  area share, %
o21ai_0           98           0.58
o22ai_1          180            1.3
buf_6              9           0.12
or2_2             35           0.26
a22oi_1          376            3.3
a31oi_1            8          0.059
mux2_2           105            1.4
or4_1             13           0.11
mux4_2            37           0.98
mux2i_1          119            1.4
o2bb2ai_1          8          0.082
nand4_1           11          0.081
nor2b_1            9          0.066
a221o_1           36           0.42
a211oi_1          15           0.13
and2_1          1040            7.6
edfxtp_1        2048             72
nor2_1           170           0.75
buf_1             67           0.29
a221oi_1         329            3.4
nor3_1            47           0.28
buf_4             21           0.18
a22o_1            23           0.24
a2111oi_0          7          0.072
a222oi_1          10           0.12
clkbuf_1         310            1.4
nand3_1           23           0.13
or3_1             36           0.26
buf_2            126           0.74
o22a_1            13           0.13
a21oi_1          108           0.63
nand2_1           99           0.44
o221ai_1          20           0.21
[worst max-delay path: cells and delay by family]
kind / cells / cell delay (ns)
AOI/OAI and AO/OA: 4 / 1.75
buffers and inverters: 6 / 3.41
muxes: 1 / 0.40
[metrics by stage]
step | setup WS [ns] | area [um^2] | hold slack [ns]
finish | 14.16 | 97180 | 6.232
global route | 14.03 | 97160 | 6.218
detailed placement | 14.28 | 90620 | 7.088
floorplan | 18.27 | 85270 | 6.759
global placement | 14.29 | 90620 | 7.084
CTS | 14.27 | 97130 | 6.181
[cells in the final DEF (no fill, tap or decap), types with 7 or more instances in the layout]
cell and n:
buf_2 34, bufinv_16 13, a2111oi_0 7, nand4_1 11, clkbuf_1 45, o22ai_1 180, clkbuf_16 210, o2bb2ai_1 8
a222oi_1 10, or3_1 36, diode_2 21, clkdlybuf4s50_1 35, nand2_1 98, clkinv_1 63, a31oi_1 8, nor2_2 29
nor2_4 34, edfxtp_1 2048, a221o_1 36, mux2i_1 119, nor3_1 41, mux2_2 105, and2_1 1038, or4_1 13
a22oi_1 376, or2_2 35, o21ai_0 94, buf_4 261, a221oi_1 329, mux4_2 37, a22o_1 23, nor2_1 111
a21oi_1 108, o221ai_1 20, clkinv_2 38, o22a_1 13, a211oi_1 15, nand3_1 22
[metal layers]
| metal | track usage [%] | vias to the layer above | part of all wire (%) |
|---|---|---|---|
| met1 | 22.04 | 25420 | 31 |
| met4 | 9.013 | 32 | 5.3 |
| met2 | 31.48 | 3544 | 45 |
| met5 | 2.515 | - | 0.30 |
| met3 | 17.37 | 690 | 18 |
| li1 | - | 22110 | - |
[kinds of logic after synthesis]
logic type / Yosys count / share of synthesized area, %
muxes: 263 / 3.787
AOI/OAI and AO/OA: 1271 / 11.09
buffers and inverters: 536 / 2.716
DFF: 2048 / 72.12
and+or+nand+nor: 1516 / 10.28
[power by group]
part / internal (mW) / switching [mW] / total, mW
sequential: 2.91 / 0.0182 / 2.93
clock: 1.26 / 0.988 / 2.24
combinational: 0.104 / 0.287 / 0.391
total: 4.27 / 1.29 / 5.56
Power figures rest on the tool's default switching activity, not on a simulated workload.
